--- ./run.sh ---
#!/bin/bash
# OpenROAD 26Q1-2900-gdf79404cd8, Yosys 0.63+post, stock flow scripts
make -C /OpenROAD-flow-scripts/flow DESIGN_CONFIG=/design/flow/config.mk WORK_HOME=/design/flow/orfs finish
--- ./config.mk ---
export PLATFORM = sky130hd
export DESIGN_NAME = pwm_gen
export DESIGN_NICKNAME = pwm_gen
export VERILOG_FILES = /design/flow/design.v
export SDC_FILE = /design/flow/constraint.sdc
export NUM_CORES = 4
export LEC_CHECK = 1
export CORE_UTILIZATION = 50
--- ./constraint.sdc ---
current_design pwm_gen

set clk_period 6.6
set clk_io_pct 0.2

create_clock -name clk0 -period $clk_period [get_ports {clk}]

set non_clock_inputs [all_inputs -no_clocks]
set_input_delay [expr $clk_period * $clk_io_pct] -clock clk0 $non_clock_inputs
set_output_delay [expr $clk_period * $clk_io_pct] -clock clk0 [all_outputs]
--- ./design.v ---
module pwm_gen (
    input wire clk,
    input wire reset,
    input wire [31:0] period,
    output reg pwm_out
);
    reg [31:0] counter;
    always @(posedge clk or posedge reset) begin
        if (reset) begin
            counter <= 0;
            pwm_out <= 0;
        end else begin
            if (period <= 1) begin
                counter <= 0;
                pwm_out <= 0;
            end else begin
                if (counter >= period - 1)
                    counter <= 0;
                else
                    counter <= counter + 1;
                pwm_out <= (counter < (period >> 1));
            end
        end
    end
endmodule
==> run notes <==
Between clock sinks in the finished design, the worst skew comes to 0.00358 ns. With the worst-case reg-to-reg path depth at 7, the synthesized netlist cell count is 444. After synthesis, flip-flops and latches occupy 21.4% of the total area. Looking at the global route congestion table, the highest-usage layer is met1. By startpoint and endpoint, the worst setup path is classified as input port to register.

For the number of gates resized after CTS, the log shows 0. The worst-case max-slew headroom was logged as 40.4%. The type of destination of the critical path was a register. For the initial standard-cell utilization of the core, the log shows 52.4%. The layout overhead on the synthesized area is 13.2%. For the total die size, the log shows 8090 µm². TritonCTS built the clock tree. For the number of violations of the max-capacitance limit, the log shows 0.

Before any placement, the netlist area is recorded as 3860 µm². Averaged over all synthesized cells, the footprint is 8.70 µm². With the share of the synthesized netlist area taken by xor and xnor gates at 13.1%, the count of vias placed by the detailed router is 3271. The run gives 0.896 as the routability congestion estimate from global placement. For this run, the total global-route usage over all layers was measured as 23.9%. Summed over all layers, the routed wires come to 8990 µm.

The fraction of synthesized area in multiplexers was 0%. The flow ran to the end, and the final reports show no timing, DRC or antenna violations. The cell-mix breakdown from Yosys lists the simple-gate area share as 29.8%. The area taken by multi-input combinational cells is reported as 2810 µm². The switching portion of total power was 39.7%. The report lists the power per cell area as 184 nW/µm². The number of DRC markers after the initial detailed-route iteration came out at 134. Static timing analysis puts the maximum clock frequency at 179 MHz. The routed layout reports a DRC error count of 0. Synthesis inferred 33 register bits. For this run, the final setup violation count is recorded as 0. The run gives 27 for the count of warning messages emitted by the tools.

After synthesis, the largest family of logic cells by area is simple AND/OR/NAND/NOR gates. For reference, full adder, half adder and majority cells occupy 21.0% of the area reported after synthesis. The number of antenna violations at the first check in global routing is 0, and the part of the total power dissipated in the clock network is 19.6%.

Of the cells placed in the final design, the portion with a size suffix greater than 1 is 9.62%. Hold timing on the final database bottoms out at a slack of 0.577 ns. Global routing used 39.8% of the available met1 tracks. OpenROAD reports that the post-layout worst path occupies 84.5% of the period. The highest net fanout along the worst path works out to 32. After clock tree synthesis, the setup repair step added 0 buffers. The root buffer cell was clkbuf_8.

Per the placement report, the placed cell count is 570. Of all cell types, the one taking the most synthesized area is dfrtp_1. The tools report the number of optimization iterations in the first detailed-route pass as 4. The met3 usage in global routing is 2.49%, and the per-cell via count in the routed design is 5.67. Leaving out filler cells and counting taps, the final layout contains 577. With the cell count listed in synth_stat.txt at 444, the global-route wire length before repair is 15300 µm. The relative contribution of sequential cells to total power is 40.1%.

In this run the worst hold path is classified as register to register. The layout filler cell count is 660. For this run, the chip area from Yosys synthesis comes to 3860 µm². In this run the remaining antenna-violating nets after routing total 0. The run gives 15.6 µm for the average routed wire per standard cell. Flip-flop and latch area: 826 µm².

The number of global-route vias before repair was 3049. The clock-pin slew reported for the worst setup and hold paths after clock tree synthesis works out to 0.07 ns. In the routed netlist, the antenna diode instances number 0. For this design, the sink count on the clock tree is 33.

For the worst setup path, the data required time is 6.75 ns. For met2 alone, demand over resource in global routing was 35.2%. For reference, compound AND-OR and OR-AND cells occupy 8.32% of the area reported after synthesis. With the count of synthesis-stage warnings from yosys at 1, the leakage power of the design is 1.97 nW. The tools report the total I/O pin count as 35. The worst setup path is launched from an input port. Data on the critical path arrives at its endpoint at 5.72 ns.

The synthesis report lists the most area-consuming cells as dfrtp_1 (21%), ha_1 (21%), xnor2_1 (11%), nor3_2 (7.5%), inv_1 (4.0%). Pins over their slew limit in the final report were tallied at 0. Total negative slack: 0 ns. The maximum number of pins on one net before global-route repair is 34, and the slew at the pin closest to its max-slew limit is 0.886 ns.

The tools report the total count of hold-check failures in the final report as 0. The initialized floorplan defines 31 standard-cell rows. The overflow left after global routing came out at 0. With the die boundary width at 89.9 µm, the CTS buffer count is 5. The vertical die dimension is 89.9 µm. The worst hold path stage count was 1; the source-to-sink clock delay at the later pin of the worst-skew pair was 0.28 ns. Input and output buffers added on the ports amount to 34. The switching power summed over all nets is 0.000320 W. The total area inside the core boundary comes to 7370 µm².

Combinational logic burns 40.3% of the power. The internal power of the cells totals 0.000486 W. The run gives 38 for the number of distinct library cells after synthesis. The run gives 5.57 ns for the time the final worst path needs with I/O delays and setup.

Setup repair after global routing left no endpoint under its margin. In this run the VDD rail shows a maximum IR drop of 0.158 mV. For the number of hold-repair buffers added at the cts stage, the log shows 0.

CTS reports a maximum clock tree buffer depth of 2. Summed over all nets, the half-perimeter wirelength after detailed placement is 7060 µm. Of the post-synthesis cell area, the dominant cell type holds 21.4%. Looking at the clock tree report, the H-tree level count equals 2.
-- flip-flops by register name, indices dropped and copies added (netlist names) --
signal   flops
counter     32
pwm_out      1
-- stage by stage --
| step | utilization, % | instance area, µm² | power [W] | worst slack [ns] |
|---|---|---|---|---|
| final | 59.4 | 4370 | 0.000805 | 1.03 |
| after global routing | 59.4 | 4370 | 0.000880 | 0.780 |
| after CTS | 59.4 | 4370 | 0.000812 | 1.02 |
| after detailed placement | 58.1 | 4280 | 0.000650 | 0.714 |
| after global placement | 58.1 | 4280 | 0.000643 | 0.773 |
| after floorplan | - | 3860 | 0.000551 | 1.67 |
-- synthesized netlist by cell type --
cell type	instances
nor3b_2	1
a221oi_1	4
nand4b_1	1
and3_1	2
or4_4	2
dfrtp_1	33
a21o_1	4
nor4_4	1
and4_1	7
clkbuf_1	8
and2_1	2
nor3b_1	1
inv_1	41
nor3_1	18
o21ai_0	9
o211ai_1	2
a31oi_1	1
a211o_1	1
ha_1	65
o21a_1	2
nand2b_1	2
o211ai_4	1
o31ai_1	1
or3_1	5
or4b_1	1
a2111oi_0	1
nand4_1	18
nand3_1	15
nor4_1	18
a21oi_1	24
or4_1	7
nand2_1	34
xnor2_1	49
o311ai_0	1
nor2_1	21
nor3_2	29
buf_12	3
xor2_1	9
-- cell type report --
type                       instances  area share (%)
timing repair buffer              38            8.47
clock buffer                       6            1.89
tap                               99            2.83
sequential                        33            18.9
inverter                          41            3.52
clock inverter                     1           0.172
multi-input combinational        359            64.2
-- critical path, stage by stage --
cell and delay [ns]:
clkdlybuf4s50_1 0.51, or4_1 0.55, or4_1 0.61, nor4_4 0.56, nand4_1 0.18, xnor2_1 0.16
ha_1 0.29, nand4_1 0.17, nor4_1 0.43, nand2_1 0.18, a31oi_4 0.16, buf_4 0.47
nor3_1 0.11
-- power by group through the flow --
stage         sequential, W  combinational, W  clock, W
global route       0.000332          0.000378  0.000170
CTS                0.000322          0.000328  0.000162
finish             0.000323          0.000324  0.000158
-- final timing paths --
kind	start	end	slack, ns
setup / recovery	period[2]	counter[31]	1.03
hold / removal	counter[0]	counter[0]	0.58
setup reg to reg	counter[30]	counter[31]	4.13
hold reg to reg	counter[0]	counter[0]	0.58
max in group asynchronous	reset	counter[6]	4.86
min in group asynchronous	reset	counter[27]	1.43
-- cell families (layout without fill, tap and decap cells) --
group                    Yosys count  in the layout
buffers and inverters             52             86
XOR/XNOR                          58             58
AND/OR/NAND/NOR                  185            185
AND-OR/OR-AND                     51             51
adder cells (fa/ha/maj)           65             65
flip-flops                        33             33
-- layer usage --
layer	part of all wire [%]	routed length (µm)
met3	3.1	279
met1	53	4740
met4	1.3	114
met5	0	0
met2	43	3860
-- layout by cell type, fill, tap and decap left out, drive strengths merged --
cell type,netlist,layout
clkdlybuf4s50,0,34
a221oi,4,4
or3,5,5
a2111oi,1,1
and2,2,2
and3,2,2
a21oi,24,24
xnor2,49,49
dfrtp,33,33
a31oi,1,1
a21o,4,4
nor4,19,19
or4,9,9
a211o,1,1
nand4b,1,1
nor3b,2,2
or4b,1,1
o211ai,3,3
inv,41,41
o21a,2,2
clkinvlp,0,1
nor3,47,47
o31ai,1,1
and4,7,7
nor2,21,21
o21ai,9,9
o311ai,1,1
nand2,34,34
xor2,9,9
nand3,15,15
nand4,18,18
nand2b,2,2
clkbuf,8,6
ha,65,65
buf,3,4
Power is estimated from default activity; no workload was simulated.
