File: /design/flow/run.sh
#!/bin/bash
# OpenROAD 26Q1-2900-gdf79404cd8, Yosys 0.63+post, stock flow scripts
make -C /OpenROAD-flow-scripts/flow DESIGN_CONFIG=/design/flow/config.mk WORK_HOME=/design/flow/orfs finish
File: /design/flow/config.mk
export PLATFORM = sky130hd
export DESIGN_NAME = top
export DESIGN_NICKNAME = top
export VERILOG_FILES = /design/flow/design.v
export SDC_FILE = /design/flow/constraint.sdc
export NUM_CORES = 4
export LEC_CHECK = 1
export CORE_UTILIZATION = 40
File: /design/flow/constraint.sdc
current_design top

set clk_period 4.1
set clk_io_pct 0.2

create_clock -name clk0 -period $clk_period [get_ports {clk}]

set non_clock_inputs [all_inputs -no_clocks]
set_input_delay [expr $clk_period * $clk_io_pct] -clock clk0 $non_clock_inputs
set_output_delay [expr $clk_period * $clk_io_pct] -clock clk0 [all_outputs]
File: /design/flow/design.v
module top (
    input  wire clk,
    input  wire rst_n,             
    input  wire sw0, sw1,          
    input  wire sw2, sw3,          
    input  wire sw4,               
    input  wire sw5,               
    input  wire sw6,               
    input  wire start_btn,         
    output reg  [5:0] led,         
    output reg  [7:0] sevenseg,    
    output wire rinse2,           
    output wire spin2             
);
    parameter COUNT_WIDTH = 24;
    parameter [COUNT_WIDTH-1:0] COUNT = 18_000_000-1;  
    reg [COUNT_WIDTH:0] count;
    reg tick_1hz;   
    localparam S_OFF        = 3'd0;
    localparam S_FILL       = 3'd1;
    localparam S_WASH       = 3'd2;
    localparam S_RINSE      = 3'd3;
    localparam S_RINSE2     = 3'd4;
    localparam S_SPIN       = 3'd5;
    localparam S_EXTRA_SPIN = 3'd6;
    reg [2:0] state, next;
    wire load_small   = (~sw1 & ~sw0);    
    wire load_medium  = (~sw1 &  sw0);    
    wire load_large   = ( sw1 & ~sw0);    
    wire load_invalid = ( sw1 &  sw0);    
    wire temp_hot     = (~sw3 & ~sw2);    
    wire temp_warm    = (~sw3 &  sw2);    
    wire temp_cold    = ( sw3 & ~sw2);    
    wire temp_invalid = ( sw3 &  sw2);    
    assign rinse2 = sw4;
    assign spin2  = sw5;
    wire lid_closed = (sw6 == 1'b0);
    wire [3:0] dwell_s =
        load_small  ? 4'd3 :
        load_medium ? 4'd5 :
        load_large  ? 4'd8 : 4'd0;
    wire can_start = start_btn & lid_closed & ~load_invalid & ~temp_invalid & (dwell_s != 0);
    always @(posedge clk or posedge rst_n) begin
        if (rst_n) begin
            count    <= { (COUNT_WIDTH+1){1'b0} };
            tick_1hz <= 1'b0;
        end else if (count == COUNT) begin
            count    <= { (COUNT_WIDTH+1){1'b0} };
            tick_1hz <= 1'b1;
        end else begin
            count    <= count + {{COUNT_WIDTH{1'b0}}, 1'b1};
            tick_1hz <= 1'b0;
        end
    end
    reg [5:0] sec_cnt;
    wire      sec_done = tick_1hz && (sec_cnt == dwell_s);
    always @(posedge clk or posedge rst_n) begin
        if (rst_n) begin
            sec_cnt <= 6'd0;
        end else if (state == S_OFF) begin
            sec_cnt <= 6'd0;
        end else if (tick_1hz) begin
            if (sec_cnt == dwell_s) sec_cnt <= 6'd0;
            else                    sec_cnt <= sec_cnt + 6'd1;
        end
    end
    always @(posedge clk or posedge rst_n) begin
        if (rst_n) state <= S_OFF;
        else        state <= next;
    end
    always @* begin
        next = state;
        case (state)
            S_OFF:        if (can_start) next = S_FILL;
            S_FILL:       if (sec_done)  next = S_WASH;
            S_WASH:       if (sec_done)  next = S_RINSE;
            S_RINSE:      if (sec_done)  next = (sw4 ? S_RINSE2 : S_SPIN);
            S_RINSE2:     if (sec_done)  next = S_SPIN;
            S_SPIN:       if (sec_done)  next = (sw5 ? S_EXTRA_SPIN : S_OFF);
            S_EXTRA_SPIN: if (sec_done)  next = S_OFF;
            default:                    next = S_OFF;
        endcase
    end
    always @* begin
        led[2:0] = state;            
        led[5:3] = sec_cnt[2:0];     
    end
    always @* begin
        case (state)
            3'd0: sevenseg = 8'b1100_0000;  
            3'd1: sevenseg = 8'b1111_1001;  
            3'd2: sevenseg = 8'b1010_0100;  
            3'd3: sevenseg = 8'b1011_0000;  
            3'd4: sevenseg = 8'b1001_1001;  
            3'd5: sevenseg = 8'b1001_0010;  
            3'd6: sevenseg = 8'b1000_0010;  
            default: sevenseg = 8'b1111_1111;  
        endcase
    end
endmodule
==> reports/qor.txt <==
first-pass GRT wire length = 6420 µm
startpoint types = flip-flop
CTS buffer count = 5
cts hold-fix bufs = 0
cell count listed in synth_stat.txt = 200
Area Growth Syn to Fin = 18.6%
final RePlAce weighted congestion = 0.865
Finished Cell Area = 2310 µm²
CTS sink count = 35
CTS tree = built
# diodes = 0
post-route ant nets = 0
cells after synthesis = 200
final wirelength = 3440 µm
Synth Area per Inst = 9.76 µm²
Synth Seq Share = 44.9%
Insertion Delay late pin = 0.28 ns
DR vias/cell = 5.00
drt wl/cell = 11.9 µm
required time of the critical path = 3.28 ns
Root Driver = clkbuf_8
Max IR drop VDD = 0.173 mV
Critical Path Source = state[0]
TritonRoute pass-1 iters = 4
Yosys top cell by instances = dfrtp_1
final setup fails = 0
outcome = complete, no violations
Critical R2R Launch = count[21]
commonest cells in the synthesized netlist = 35 x dfrtp_1, 22 x nor2_1, 18 x xnor2_1
initial antenna violation count = 0
Synth flops = 35
Clock Skews = 0.00584 ns
EDFF count, synth = 0
Fill cells = 445
core area = 4720 µm²
RSZ-0062 raised after global routing = false
dominant register cell = dfrtp_1
Final Critical Period = 2.63 ns
final slew viol count = 0
Ports = 26
OpenROAD warnings = 25
I/O Buffers = 24
Worst Path Max Fanout = 16
Setup Fix Bufs, Post-CTS = 0
Area leader share = 44.9%
critical path type = flip-flop to output pin
largest net degree at the start of global routing = 36
die area = 5160 µm²
H-Tree Depth = 2
Bufs on Longest Clock Path = 2
Post-synth ARST share = 100%
placed cell areas = 2210 µm²
relative slew slack = 43.7%
vias in the first global route = 1407
CTS clk-pin slew, worst paths = 0.07 ns
worst slew pin tran = 0.837 ns
pwr/cell area = 274 nW/µm²
layout cell share with drive strength beyond 1 = 8.11%
post-CTS resize count = 0
LEAKAGE = 0.970 nW
Crit. End Element = output pin
DRC Markers = 0
chip width = 71.9 µm
DP HPWL = 2430 µm
Vias = 1445
die height = 71.9 µm
cycle use final = 64.1%
Starting Density = 41.3%
MaxCap Viol Count = 0
initial DRC count = 61
Rows = 25
Mapped Area = 1950 µm²
Critical Path AT = 1.81 ns
final hold vios = 0
worst min path class = flip-flop to flip-flop
setup TNS = 0 ns
synth warn = 1
gr ovfl total = 0
Yosys top cell by area = dfrtp_1
GRT Total Usage = 15.8%
Fmax = 380 MHz
Yosys chip area = 1950 µm²
synth top area cells = dfrtp_1 45%, xnor2_1 8.1%, xor2_1 4.5%, nand3_1 4.4%, nor2_1 4.2%
Hold Path Origin = count[0]
Yosys cell types = 42
where the power goes:
group / total, mW / switching [mW] / leakage, nW / internal [mW]
registers: 0.345 / 0 / 0.448 / 0.345
clock network: 0.267 / 0.114 / 0.0515 / 0.153
logic: 0.0217 / 0.0105 / 0.470 / 0.0113
total: 0.634 / 0.124 / 0.970 / 0.510
critical path, stage by stage, from the launching register on:
cell and delay [ns]:
dfrtp_1 0.64, nand2b_1 0.19, nand3_1 0.08, o21ai_0 0.12, clkdlybuf4s50_1 0.50
through the flow:
stage          utilization [%]  total power, mW  instances  hold WS [ns]  worst slack [ns]
2_1_floorplan                -            0.362        200         0.443              2.14
3_3_place_gp              46.9            0.374        281         0.465              1.51
3_5_place_dp              46.9            0.374        281         0.468              1.47
5_1_grt                   49.0            0.660        289         0.497              1.29
6_report                  49.0            0.634        289         0.481              1.47
4_1_cts                   49.0            0.643        289         0.480              1.45
layout by cell type (no fill, tap or decap), drive strengths merged, types with 5 or more instances in the layout:
cell type	instances
xor2	10
inv	7
dfrtp	35
a21oi	5
clkbuf	8
xnor2	18
nand3	17
o21ai	7
clkdlybuf4s50	24
nand4	10
nand2b	7
nand2	11
nor4	6
nor2	22
kinds of logic after synthesis:
logic type	synth area share (%)
xor gates and xnor gates	12.6
DFF	44.9
AOI/OAI and AO/OA	10.6
other	0.192
and+or+nand+nor	24.7
buffers and inverters	5.26
adders and majority gates	1.79
registers in the layout, summed over array words and instances, names as in the netlist:
name and cells:
count 25, sec_cnt 6, state 3, tick_1hz 1
path summary, 6_finish.rpt:
path | slack (ns) | to | cells after the start
worst max register to register | 1.99 | count[3] | 5
min in group asynchronous | 0.93 | count[0] | 3
max in group asynchronous | 2.87 | count[16] | 3
worst max-delay path | 1.47 | sevenseg[0] | 4
worst min register to register | 0.48 | count[0] | 1
worst min-delay path | 0.48 | count[0] | 1
cell type report:
cell class	count	area, µm²	share of cell area, %
clock buffers	8	100	4.32
inverters	7	26.3	1.14
multi-input cells	146	973	42.1
flip-flops and latches	35	876	37.8
well taps	67	83.8	3.62
repair buffers	26	255	11.0
layer usage:
| metal | routed length [µm] | global-route usage (%) | vias to the layer above | share of wire [%] |
|---|---|---|---|---|
| met2 | 1530 | 23.9 | 12 | 44 |
| met4 | 55 | 1.96 | 0 | 1.6 |
| met1 | 1780 | 25.5 | 685 | 52 |
| met5 | 0 | 0 | - | 0 |
| met3 | 75 | 2.57 | 7 | 2.2 |
| li1 | - | - | 741 | - |
No activity file was given, so power comes from the tool's default toggle rates.
