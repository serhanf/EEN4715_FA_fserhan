## flow/run.sh

```bash
#!/bin/bash
# OpenROAD 26Q1-2900-gdf79404cd8, Yosys 0.63+post, stock flow scripts
make -C /OpenROAD-flow-scripts/flow DESIGN_CONFIG=/design/flow/config.mk WORK_HOME=/design/flow/orfs finish
```

## flow/config.mk

```make
export PLATFORM = sky130hd
export DESIGN_NAME = FIFO
export DESIGN_NICKNAME = FIFO
export VERILOG_FILES = /design/flow/design.v
export SDC_FILE = /design/flow/constraint.sdc
export NUM_CORES = 4
export LEC_CHECK = 1
export CORE_UTILIZATION = 40
```

## flow/constraint.sdc

```tcl
current_design FIFO

set clk_period 2.0
set clk_io_pct 0.2

create_clock -name clk0 -period $clk_period [get_ports {RD_CLK}]
create_clock -name clk1 -period $clk_period [get_ports {WR_CLK}]

set non_clock_inputs [all_inputs -no_clocks]
set_input_delay [expr $clk_period * $clk_io_pct] -clock clk0 $non_clock_inputs
set_output_delay [expr $clk_period * $clk_io_pct] -clock clk0 [all_outputs]
```

## flow/design.v

```verilog
module FIFO(
    input  wire       WR_CLK,
    input  wire       RD_CLK,
    input  wire       rst,
    input  wire       push,
    input  wire       pop,
    input  wire [3:0] Data_In,
    output reg  [3:0] Data_Out,
    output reg        Full,
    output reg        Empty,
    output reg        Data_Valid
);
    reg [3:0] mem [0:7];
    reg [3:0] wr_ptr;
    reg [3:0] rd_ptr;
    reg [3:0] rd_ptr_wr1, rd_ptr_wr2;
    reg [3:0] wr_ptr_rd1, wr_ptr_rd2;
    always @(posedge WR_CLK or posedge rst) begin
        if (rst) begin
            wr_ptr     <= 4'd0;
            rd_ptr_wr1 <= 4'd0;
            rd_ptr_wr2 <= 4'd0;
        end else begin
            rd_ptr_wr1 <= rd_ptr;
            rd_ptr_wr2 <= rd_ptr_wr1;
            if (push && !Full) begin
                mem[wr_ptr[2:0]] <= Data_In;
                wr_ptr <= wr_ptr + 1'b1;
            end
        end
    end
    always @(posedge RD_CLK or posedge rst) begin
        if (rst) begin
            rd_ptr     <= 4'd0;
            wr_ptr_rd1 <= 4'd0;
            wr_ptr_rd2 <= 4'd0;
            Data_Out   <= 4'd0;
            Data_Valid <= 1'b0;
        end else begin
            wr_ptr_rd1 <= wr_ptr;
            wr_ptr_rd2 <= wr_ptr_rd1;
            Data_Valid <= 1'b0;
            if (pop && !Empty) begin
                Data_Out   <= mem[rd_ptr[2:0]];
                rd_ptr     <= rd_ptr + 1'b1;
                Data_Valid <= 1'b1;
            end
        end
    end
    always @(*) begin
        Empty = (wr_ptr_rd2 == rd_ptr);
        Full  = (wr_ptr[2:0] == rd_ptr_wr2[2:0]) && (wr_ptr[3] != rd_ptr_wr2[3]);
    end
endmodule
```

==> results.yml <==
# flow metrics
flow_run:
  cap_viol_max_count: 0
  warning_count: 34
logic_synthesis:
  yosysCellCount: 151
  edf_count: 32
  syn_avg_cell_area_sq_um: 15.8
  ys_async_sr_fraction_pct: 47.5
  synth_area_leader_cell: "edfxtp_1"
  yosysUniqueCellTypes: 28
  synth-seq-cells: 61
  syn_area_sq_mm: 0.00238
  ys_seq_share_pct: 70.8
  synthCells: 151
  ys_chip_area_sq_mm: 0.00238
  ff_type: "edfxtp_1"
  synth_top_area_share_pct: 40.3
  synth.area.top_cells: "edfxtp_1 (40%), dfrtp_1 (30%), ha_1 (6.3%)"
  ys_warn_count: 2
critical_path:
  cp-start-kind: "flip-flop"
  cpMaxStageDelayCell: "o41ai_4"
  path_class: "reg -> reg"
  r2r-start: "wr_ptr[3]"
  critPathBufInv: 1
  crit_chain: "xnor2_1 -> o41ai_4 -> nor2_1 -> buf_4 -> and3_1"
  crit_fanout: 8
  cp-end-kind: "flip-flop"
  max_stage_delay_ns: 0.51
  critPathArrivalTime_ns: 1.90
  r2r_setup_slack_ns: 0.13
  cp_top_family: "AND-OR/OR-AND gates"
  r2r-end: "mem[5][1]"
  cp.required_ns: 2.03
  worstRegToRegCells: 5
floorplan:
  fp_util_pct: 42.5
  die_area_sq_mm: 0.00627
  num_io_pins: 16
  die_w_um: 79.2
  chipHeight_um: 79.2
  core-area_sq_mm: 0.00561
  num_rows: 27
drt:
  wire_per_inst_um: 16.0
  diodes: 0
  detail_route.wirelength_um: 4080
  drt_first_pass_iters: 4
  drtIter0Drc: 141
  vias_per_cell: 5.04
  num_vias: 1286
  drc_errors: 0
  ant_nets: 0
global_routing:
  grt_pass1_vias: 1451
  top_usage_layer: "met2"
  overflow: 0
  met3_usage_pct: 9.33
  grt_max_degree: 30
  grt_util_all_layers_pct: 15.7
  grt_pass1_wl_um: 6810
  antenna_found_initial: 0
  use_met2_pct: 23.3
  grt_use_met1_pct: 21.2
final_timing:
  relSlewSlack_pct: 71.7
  drv_slew: 0
  setup_tns_ns: 0
  finalHoldViolCount: 0
  rsz0062_at_grt: "false"
  worst_pin_slew_ns: 0.423
  setup_violations: 0
  clock-skew-final_ns: 0.00658
pwr:
  irDropWorstVdd_mv: 0.831
  leakagePower_nw: 1.16
  finalPower_mw: 4.13
  powerDensity_mw_per_mm2: 1460
placement:
  gp_congestion: 0.878
  io_buffers: 14
  dp_hpwl_um: 2910
clock_tree:
  holdBufCountCts: 0
  path_clk_slew_ns: 0.08
  cts_sinks: 61
  cts_tree: "yes"
hold_path:
  hold_start: "wr_ptr_rd1[0]"
  hold_path_class: "reg -> reg"
  whs_endpoint: "wr_ptr_rd2[0]"
  holdPathStages: 0
cells_and_area:
  fillCellCount: 458
  layout-drive-gt1-share_pct: 17.5
  final_util_pct: 50.4
  area_growth_pct: 18.6
status:
  status: "finished clean"
-- worst register-to-register path, cell delays in order (launching register included) --
cell and delay (ns):
dfrtp_1 0.42, xnor2_1 0.19, o41ai_4 0.51, nor2_1 0.09, buf_4 0.17, and3_1 0.24
-- cells by family after synthesis --
logic type / Yosys count / synth area share (%)
adders and majority gates: 12 / 6.30
muxes: 4 / 1.89
AOI/OAI and AO/OA: 26 / 9.19
and+or+nand+nor: 25 / 5.51
xor gates and xnor gates: 12 / 4.41
DFF: 61 / 70.8
buffers and inverters: 11 / 1.94
-- flip-flops by register name (all words and copies together), names as in the netlist --
signal and count:
wr_ptr_rd2 4, rd_ptr_wr1 4, rd_ptr 4, wr_ptr 4, Data_Valid 1, Data_Out 4, mem 32, rd_ptr_wr2 4
wr_ptr_rd1 4
-- Yosys cell counts, types with 4 or more instances --
| master | n |
|---|---|
| a222oi_1 | 4 |
| ha_1 | 12 |
| nor4_1 | 4 |
| o21ai_0 | 6 |
| edfxtp_1 | 32 |
| dfrtp_1 | 29 |
| and3_1 | 4 |
| mux2_2 | 4 |
| a22oi_1 | 4 |
| xor2_1 | 9 |
| inv_1 | 8 |
| nand2_1 | 8 |
-- cell type report --
class                      count  area [sq um]  share of cell area [%]
multi-input combinational     79           653                    23.1
clock buffer                   8           110                    3.89
inverter                       8          30.0                    1.06
timing repair buffer          23           205                    7.26
clock inverter                 4          52.6                    1.86
tap                           72          90.1                    3.19
sequential                    61          1690                    59.6
-- worst max-delay path by stage --
stage	startpoint	depth (start not counted)	slack, ns	end
4_1_cts	wr_ptr[3]	5	0.13	mem[5][1]
6_report	wr_ptr[3]	5	0.13	mem[5][1]
5_1_grt	wr_ptr[3]	5	0.02	mem[5][1]
-- routing by layer --
| metal | part of all wire, % | vias up |
|---|---|---|
| met5 | 0 | - |
| met4 | 0.78 | 0 |
| met3 | 8.3 | 2 |
| met2 | 46 | 46 |
| met1 | 45 | 622 |
| li1 | - | 616 |
-- where the power goes --
part	internal, mW	switching, mW	total (mW)
logic	0.647	0.747	1.39
registers	1.67	0.159	1.83
clock network	0.513	0.391	0.905
-- cell usage in the layout, fill, tap and decap left out, drive strengths merged, types with 2 or more instances in the layout --
cell type       n
nor2            3
a221oi          2
and2            2
mux2            4
o22ai           2
clkinv          3
clkbuf          8
xnor2           3
clkdlybuf4s50  12
a222oi          4
buf             9
a31o            2
edfxtp         32
dfrtp          29
a22o            2
inv             8
dlygate4sd2     2
and3            6
xor2            9
nand2           8
o21ai           6
a21oi           2
nor4            4
o41ai           2
ha             12
a22oi           4
-- stage by stage --
stage / area [sq um] / worst slack, ns / std cells / hold slack (ns)
floorplan: 2380 / 0.263 / 151 / 0.331
global route: 2830 / 0.0182 / 255 / 0.360
global placement: 2670 / 0.162 / 243 / 0.339
CTS: 2830 / 0.128 / 255 / 0.356
detailed placement: 2670 / 0.0919 / 243 / 0.340
finish: 2830 / 0.130 / 255 / 0.351
-- repair_timing --
| action | in CTS | in global routing |
|---|---|---|
| pin swaps | 2 | 0 |
| endpoints found under the setup margin | 2 | 1 |
| gates resized | 2 | 1 |
| setup buffers | 0 | 0 |
No activity file was given, so power comes from the tool's default toggle rates.
